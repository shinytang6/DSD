### design/flow/design.v
module ones_count(output reg [3:0] count, input [7:0] dat_in);
integer k;
always @(*) begin
    count = 4'b0;
    for(k=0; k<8; k=k+1) begin
      if(dat_in[k] == 1'b1)
	count = count + 1'b1;
    end
end
endmodule
### design/flow/run.sh
#!/bin/bash
# OpenROAD 26Q1-2900-gdf79404cd8, Yosys 0.63+post, stock flow scripts
make -C /OpenROAD-flow-scripts/flow DESIGN_CONFIG=/design/flow/config.mk WORK_HOME=/design/flow/orfs finish
### design/flow/config.mk
export PLATFORM = sky130hd
export DESIGN_NAME = ones_count
export DESIGN_NICKNAME = ones_count
export VERILOG_FILES = /design/flow/design.v
export SDC_FILE = /design/flow/constraint.sdc
export NUM_CORES = 4
export LEC_CHECK = 1
export CORE_AREA = 10 10 70 70
export DIE_AREA = 0 0 80 80
### design/flow/constraint.sdc
current_design ones_count

set clk_period 3.0
set clk_io_pct 0.2

create_clock -name clk0 -period $clk_period

set non_clock_inputs [all_inputs -no_clocks]
set_input_delay [expr $clk_period * $clk_io_pct] -clock clk0 $non_clock_inputs
set_output_delay [expr $clk_period * $clk_io_pct] -clock clk0 [all_outputs]
==> impl_metrics.env <==
# source this file to load flow results
export IMPL_dp_hpwl_mm=1.699
export IMPL_cp_start_kind="input port"
export IMPL_portBuffers=12
export IMPL_gp_congestion=0.8570
export IMPL_topCombFamilyByArea="AND-OR/OR-AND gates"
export IMPL_leakagePower_uw=0.0005592
export IMPL_grt_max_degree=13
export IMPL_ant_nets=0
export IMPL_irDropWorstVdd_v=0.00007119
export IMPL_die_w_um=80
export IMPL_worstSetupPathType="in -> out"
export IMPL_setup_viol=4
export IMPL_die_area_sq_um=6400
export IMPL_overflow=0
export IMPL_rsz0062_at_grt="yes"
export IMPL_diodes=0
export IMPL_dp_cells=180
export IMPL_vias=813
export IMPL_grtUsageTotal_pct=6.298
export IMPL_final_cells=182
export IMPL_period_needed_ns=4.150
export IMPL_period_used_pct=138.3
export IMPL_drt_iter0_markers=78
export IMPL_tightest_slew_ns=0.3101
export IMPL_drtPass1Iterations=4
export IMPL_clock_buffers=0
export IMPL_fillers=351
export IMPL_cp_arrival_ns=3.55
export IMPL_ys_seq_share_pct=0
export IMPL_path_max_fanout=3
export IMPL_violations="negative setup slack"
export IMPL_mux_share_pct=2.985
export IMPL_grt_pass1_vias=736
export IMPL_status="complete, but fails checks"
export IMPL_antenna_found_initial=0
export IMPL_post_route_drc_count=0
export IMPL_maxCapViolations=0
export IMPL_fmax_mhz=241.0
export IMPL_openroad_warnings=38
export IMPL_chipHeight_um=80
export IMPL_yosys_warnings=1
export IMPL_fp_util_pct=22.09
export IMPL_hold_buffers=0
export IMPL_slew_headroom_pct=79.26
export IMPL_syn_instance_count=96
export IMPL_simple_gate_area_share_pct=24.21
export IMPL_flop_count=0
export IMPL_synthDistinctLibCells=40
export IMPL_wire_per_inst_um=11.18
export IMPL_syn_to_final_growth_pct=64.34
export IMPL_synth_area_sq_um=754.5
export IMPL_setup_ws_ns=-1.150
export IMPL_finalWirelength_mm=2.034
export IMPL_crit_required_ns=2.40
export IMPL_final_cell_mix="33 x buf_4, 7 x nand2_1, 6 x xor2_1, 6 x clkdlybuf4s50_1, 5 x xnor2_1"
export IMPL_fa_ha_area_share_pct=13.27
export IMPL_crit_path_end_kind="output pin"
export IMPL_lay_top_count="buf_4"
export IMPL_pin_count=12
export IMPL_logic_area_sq_um=795.8
export IMPL_register_area_sq_um=0
export IMPL_synth_xor_area_share_pct=24.71
export IMPL_finalHoldViolations=0
export IMPL_ys_cells=96
export IMPL_yosysChipArea_sq_um=754.5
export IMPL_min_path_type="in -> out"
export IMPL_drive_above_1_share_pct=44.85
export IMPL_rows=21
export IMPL_grt_pass1_wl_mm=3.463
export IMPL_min_delay_path_depth=3
export IMPL_ys_sh_aoi_pct=26.20
export IMPL_core_sq_um=3416
export IMPL_vias_per_cell=4.467
export IMPL_slew_violations=0
export IMPL_p_per_area_nw_per_um2=306.6
export IMPL_power_uw=380.2
export IMPL_synth_avg_cell_area_sq_um=7.859
## report_power, final
part / internal [uW] / switching [uW] / total (uW) / leakage (uW)
clock: 0 / 0 / 0 / 0
sequential: 0 / 0 / 0 / 0
combinational: 217 / 163 / 380 / 0.000559
total: 217 / 163 / 380 / 0.000559
## synth_stat cells, drive strengths merged, types with 3 or more instances
cell     n  share of area [%]
xnor2   10                 13
ha       8                 13
nand2    8                4.0
xor2     7                9.1
a21oi    6                4.0
inv      6                3.0
buf      5                5.6
nand3    4                2.7
nor2     4                2.0
nand2b   3                2.5
nor2b    3                2.5
o21ai    3                2.0
## layer usage
metal,GRT usage [%],wire (um),vias to the layer above
met1,10.56,1166,374
met2,8.989,846,8
met3,0.1136,21,0
li1,-,-,431
met4,0,0,0
met5,0,0,-
## metrics by stage
stage | hold WS, ns | instance area [sq um] | utilization, % | setup WS, ns | TNS [ns]
final | 2.036 | 1240 | 36.30 | -1.150 | -3.981
after global routing | 2.073 | 1240 | 36.30 | -1.390 | -4.746
after CTS | 2.033 | 1214 | 35.53 | -1.166 | -4.035
after detailed placement | 2.272 | 1195 | 34.98 | -2.016 | -6.963
after global placement | 2.267 | 1195 | 34.98 | -1.987 | -6.823
after floorplan | 1.229 | 827.0 | - | -0.7434 | -2.210
## repair_timing
item	in CTS	in global routing
setup buffers	1	1
pin swaps	11	4
endpoints found under the setup margin	4	4
gates resized	31	2
## worst max-delay path: stages
cell	delay, ns
buf_8	0.11
ha_4	0.15
and2b_1	0.18
a21oi_2	0.11
xor2_1	0.19
a21oi_1	0.10
ha_1	0.31
a21oi_2	0.15
o31ai_2	0.09
a21o_1	0.17
a32oi_2	0.21
ha_2	0.30
mux2_4	0.28
ha_4	0.16
nand2_2	0.06
xnor2_2	0.11
xnor2_1	0.14
buf_2	0.12
## path summary, 6_finish.rpt
check / from / slack (ns) / to
setup / recovery: dat_in[0] / -1.15 / count[2]
hold / removal: dat_in[7] / 2.04 / count[1]
## kinds of logic after synthesis
kind of cell	count (synthesis)
muxes	2
adders and majority gates	8
xor gates and xnor gates	18
and+or+nand+nor	32
AOI/OAI and AO/OA	25
buffers and inverters	11
## layout make-up
type / count / share of cell area [%]
Inverter: 6 / 2.624
Timing Repair Buffer: 45 / 28.56
Tap cell: 46 / 4.642
Multi-Input combinational cell: 85 / 64.18
No activity file was given, so power comes from the tool's default toggle rates.
