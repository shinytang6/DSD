--- ./design.v ---
module LFSR(output reg [1:26] q,
            input clk,
            input rst_n,
            input load,
            input [1:26] din
            );
always @(posedge clk) begin
  if(~rst_n)
    q <= 26'b0;
  else begin
    if(load) 
      q <= (|din) ? din : 26'b01;
    else begin
      if(q == 26'b0)
        q <= 26'b01;
      else begin
	q[26] <= q[25];
	q[9:25] <= q[8:24];
	q[8] <= q[26] ^ q[7];
	q[7] <= q[26] ^ q[6];
	q[2:6] <= q[1:5];
	q[1] <= q[26];
      end
   end
  end
end
endmodule
--- ./run.sh ---
#!/bin/bash
# OpenROAD 26Q1-2900-gdf79404cd8, Yosys 0.63+post, stock flow scripts
make -C /OpenROAD-flow-scripts/flow DESIGN_CONFIG=/design/flow/config.mk WORK_HOME=/design/flow/orfs finish
--- ./config.mk ---
export PLATFORM = sky130hd
export DESIGN_NAME = LFSR
export DESIGN_NICKNAME = LFSR
export VERILOG_FILES = /design/flow/design.v
export SDC_FILE = /design/flow/constraint.sdc
export NUM_CORES = 4
export LEC_CHECK = 1
export CORE_AREA = 10 10 87 87
export DIE_AREA = 0 0 97 97
--- ./constraint.sdc ---
current_design LFSR

set clk_period 1.7
set clk_io_pct 0.2

create_clock -name clk0 -period $clk_period [get_ports {clk}]

set non_clock_inputs [all_inputs -no_clocks]
set_input_delay [expr $clk_period * $clk_io_pct] -clock clk0 $non_clock_inputs
set_output_delay [expr $clk_period * $clk_io_pct] -clock clk0 [all_outputs]
==> metrics.cfg <==
[status]
outcome=finished clean

[placement]
portBuffers=54
place_area_um2=1779
dp_hpwl_mm=2.836
globalplace.congestion=0.7777
dp_slack_ns=0.001566

[setup_path]
crit_type=reg2out
crit_path_start_kind=flop
endpoint_kind=output pin
cp_max_fo=5
crit_slowest_cell=clkdlybuf4s50_1
crit_chain=clkdlybuf4s50_1
critPathBufInv=1
crit_family=buffers and inverters
worstPathRequired_ns=1.36
slowest_delay_ns=0.53
crit_arrival_ns=1.26

[floorplanning]
fp.dieH_um=97
die_w_um=97
rows=27
coreArea_um2=5642
pin_count=55
die_area_um2=9409
fp_util_pct=20.03

[grt]
track_usage_pct=7.416
grt_pass1_vias=1059
antenna_found_initial=0
grt_pass1_wl_mm=5.816
grt_max_degree=30
overflow=0

[cts]
clock_path_buffers=2
clock_latency_ns=0.26
cts_tree=yes
cts_setup_buffers=0
cts_htree_levels=1
cts-root-buf=clkbuf_8
cts.repair.resized=0
cts_buffers=3
hold_buffers=0
clock_sinks=26
clk_pin_slew_ns=0.09

[final_layout]
n_fill_cell=589
reg_top3=q x26
areaGrowthSynthToFinish_pct=61.13
largest_reg_flops=26
drive_gt1_share_pct=7.317
logic_area_um2=578.1
regArea_um2=520.5
regMostFlops=q
stdcell_area_um2=1821

[route]
num_antenna_cells=0
wire_per_inst_um=15.30
vias_per_cell=4.042
drc=0
vias=954
wirelength_mm=3.611
dr.pass1.iters=3
detail-route-antenna-nets=0
drt_iter0_drc=56

[timing]
max_freq_ghz=0.6249
fin_setup_tns_ns=0
setup_ws_ns=0.09973
setup_viol=0
final_hold_viol_count=0
relSlewSlack_pct=78.01
fin_skew_ns=0.004563
tightestPinTransition_ns=0.3269
finalCritPeriodShare_pct=94.13
min_period_ns=1.600
rsz0062_at_grt=false
drv_slew=0

[min_path]
hold_path.class=reg2reg

[power]
swShare_pct=23.30
power_frac_clock_pct=26.4
seqPwrFrac_pct=52.8
intPower_w=0.0009905
switchingPower_w=0.0003009
combinationalPowerShare_pct=20.8
ir_drop_mv=0.2204
pwr_density_cell_nw_per_um2=709.3
p_leak_nw=0.6890

[synthesis]
yosysWarnings=1
most_common_cell=dfxtp_1
flop_cell=dfxtp_1
synth-edff-count=0
synth_seq_share_pct=46.07
synthTopCellsByCount=dfxtp_1, mux2i_1, nor2b_1
async_flop_share_pct=0
netlist.top_cell.by_area=dfxtp_1
synth_top_area_share_pct=46.07
synth_stat.cells=107
synth_area_um2=1130
netlist_instances=107
synth_area_per_cell_um2=10.56
ys.flops=26
ys_area_um2=1130
yosysUniqueCellTypes=19
topCellsByArea=dfxtp_1, mux2i_1, nor2b_1, nor4_1, nor4_2

[job]
drv_cap=0
warnings=25

-- metal layers --
layer / global-route usage (%) / part of all wire, %
met3: 2.436 / 6.5
met5: 0 / 0
met4: 0.7892 / 0.55
met1: 10.14 / 47
met2: 11.45 / 46
-- worst reg2reg max path, cell delays in order, from the launching register on --
cell,delay [ns]
dfxtp_1,0.39
nor4_1,0.31
nand4_1,0.14
nor2_1,0.12
o311a_1,0.14
-- stage by stage --
stage / util (%) / instances / hold WS (ns) / total power, W
3_3_place_gp: 31.54 / 233 / 0.5211 / 0.0009714
5_1_grt: 32.27 / 236 / 0.5670 / 0.001359
4_1_cts: 32.27 / 236 / 0.5447 / 0.001308
2_1_floorplan: - / 107 / 0.4682 / 0.0007821
6_report: 32.27 / 236 / 0.5440 / 0.001291
3_5_place_dp: 31.54 / 233 / 0.5319 / 0.0009710
-- power groups by stage --
stage	logic (W)	registers (W)	clock network [W]
CTS	0.000275	0.000684	0.000350
global route	0.000294	0.000690	0.000375
finish	0.000269	0.000682	0.000341
-- kinds of logic after synthesis --
| logic type | count (synthesis) | synth area share, % |
|---|---|---|
| and+or+nand+nor | 47 | 27.02 |
| DFF | 26 | 46.07 |
| buffers and inverters | 5 | 2.769 |
| AOI/OAI and AO/OA | 4 | 2.214 |
| xor gates and xnor gates | 2 | 1.551 |
| muxes | 23 | 20.38 |
-- cells in the final DEF, fill, tap and decap left out, types with 3 or more instances in the layout --
| cell | count |
|---|---|
| clkdlybuf4s50_1 | 54 |
| nor2b_1 | 23 |
| mux2i_1 | 23 |
| nor4_2 | 4 |
| dfxtp_1 | 26 |
| clkbuf_8 | 3 |
| nor2_1 | 3 |
| buf_4 | 4 |
| nor4_1 | 8 |
-- final timing paths --
kind	startpoint	end	slack [ns]	depth (start not counted)
worst max register to register	q[26]	q[26]	0.55	4
worst min register to register	q[9]	q[10]	0.54	2
worst max-delay path	q[26]	q[26]	0.1	1
worst min-delay path	q[9]	q[10]	0.54	2
-- final cells by class --
| class | count | area share [%] |
|---|---|---|
| clock buffer | 3 | 2.268 |
| timing repair buffer | 59 | 32.44 |
| sequential | 26 | 28.59 |
| tap | 72 | 4.948 |
| multi-input combinational | 76 | 31.75 |
Power figures rest on the tool's default switching activity, not on a simulated workload.
