==> design/flow/run.sh <==
#!/bin/bash
# OpenROAD 26Q1-2900-gdf79404cd8, Yosys 0.63+post, stock flow scripts
make -C /OpenROAD-flow-scripts/flow DESIGN_CONFIG=/design/flow/config.mk WORK_HOME=/design/flow/orfs finish
==> design/flow/config.mk <==
export PLATFORM = sky130hd
export DESIGN_NAME = counter8b_updown
export DESIGN_NICKNAME = counter8b_updown
export VERILOG_FILES = /design/flow/design.v
export SDC_FILE = /design/flow/constraint.sdc
export NUM_CORES = 4
export LEC_CHECK = 1
export CORE_AREA = 10 10 70 70
export DIE_AREA = 0 0 80 80
==> design/flow/constraint.sdc <==
current_design counter8b_updown

set clk_period 2.5
set clk_io_pct 0.2

create_clock -name clk0 -period $clk_period [get_ports {clk}]

set non_clock_inputs [all_inputs -no_clocks]
set_input_delay [expr $clk_period * $clk_io_pct] -clock clk0 $non_clock_inputs
set_output_delay [expr $clk_period * $clk_io_pct] -clock clk0 [all_outputs]
==> design/flow/design.v <==
module counter8b_updown(output reg [7:0] count, input clk,reset,dir);
always @(posedge clk or posedge reset) begin
  if(reset) count <=  8'b0;
  else 
    if(dir) begin
      if(count < 8'b1111_1111)
         count <= count + 1;
      else 
         count <= 8'b0;
    end
    else begin
      if(count > 8'b0000_0000)
         count <= count - 1;
      else 
         count <= 8'b1111_1111;
    end
end
endmodule
==> Changelog: implementation <==
### Physical design

- Max reg flops: 8
- RSZ-0062 raised after global routing: no
- Most instantiated logic cell after routing: clkdlybuf4s50_1
- Worst path bufs/invs: 1
- Yosys chip area: 596 um^2
- Die Span Y: 80 um
- CTS H-tree lvls: 1
- Final Hold Vio Count: 0
- Sequential share of the synthesized area: 0.336
- Chip area: 0.00640 mm^2
- Initial antenna violation count: 0
- Reg area: 200 um^2
- Worst VDD drop: 0.000208 V
- DRT Pass-1 Iters: 4
- Fin Setup TNS: 0 ns
- Synth Register Bits: 8
- Period minus WS final: 1.94 ns
- Cts hold-fix bufs: 0
- Fin crit share: 0.774
- Top cells excl fill/tap: clkdlybuf4s50_1, dfrtp_1, nand3_1
- Slew Limit Fails: 0
- GRT overflow: 0
- CP required: 2.67 ns
- Residual DRC count: 0
- Vias per cell: 4.55
- Sink Count: 8
- Clock root buffer: clkbuf_4
- First-iteration detailed-routing DRC count: 26
- Die extent in x: 80 um
- Share of layout cells above drive strength 1: 0.117
- Worst-Skew Late Latency: 0.26 ns
- Synth Warn #: 1
- Post-synthesis cell area: 596 um^2
- Vias: 560
- RD Place Congestion: 0.851
- Slew @ Worst Pin: 0.327 ns
- TritonCTS clock tree: built
- Unique cell types: 34
- Worst path top cell family by delay: simple AND/OR/NAND/NOR gates
- Rel. slew slack: 0.781
- Critical path's largest stage delay: 0.49 ns
- Input/output buffers: 10
- CP max FO: 9
- Fp_density: 0.174
- CP Launch Type: register
- Skew final: 0.00979 ns
- Mean Syn Cell Area: 8.76 um^2
- Critical path capture point type: register
- Static Leak: 0.280 nW
- Std-Cell Rows: 21
- GR Util All Layers: 0.0440
- Fillers: 382
- CTS Buf Count: 3
- Max cap viols: 0
- CTS Buffer Depth: 2
- Global-route wire length before repair: 2270 um
- Total power: 0.727 mW
- Area growth, synth to finish: 26.5%
- Drt total wl: 1410 um
- Arr. time, crit path: 2.11 ns
- Status: complete, no violations
- Hpwl dp: 1070 um
- Vias in the first global route: 480
- # resized after CTS: 0
- I/O pins: 11
- Largest register by flop count: count
- DR WL/cell: 11.5 um
- Logic area: 350 um^2
- Yosys cell count: 68
- FMAX: 0.517 GHz
- Postcts setup bufs: 0
- Final setup vio count: 0
- Critical Path, Cell by Cell: inv_1 -> ha_1 -> or3b_2 -> or3_4 -> a21boi_1 -> o221ai_2
- Diodes inserted: 0
- Core ar.: 0.00342 mm^2
- PD cells: 965 mW/mm^2
- Crit Path Class: register to register
- Tool warnings: 27
- Largest regs: count: 8 flops
- Final ANT Viol Nets: 0
- Syn Inst Count: 68
- Critical-path top delay cell: or3b_2
- Hold crit path type: primary input to async pin
- Hold_ws: 0.505 ns
- Largest net degree at the start of global routing: 13
- Clock-pin slew on the worst setup and hold paths: 0.06 ns
## worst register-to-register path: cells and delay by family (launching register included)
| kind | cells | cell delay [ns] |
|---|---|---|
| AOI/OAI and AO/OA | 2 | 0.21 |
| adders and majority gates | 1 | 0.15 |
| buffers and inverters | 1 | 0.16 |
| DFF | 1 | 0.47 |
| and+or+nand+nor | 2 | 0.86 |
## power by group
group          leakage (nW)  internal [mW]  switching (mW)  total (mW)
logic                 0.175          0.201           0.121       0.322
clock network        0.0138         0.0552          0.0474       0.103
registers            0.0916          0.186           0.116       0.303
## cell families after synthesis
group	Yosys count	synth area share
xor gates and xnor gates	4	0.0588
buffers and inverters	9	0.0756
AOI/OAI and AO/OA	18	0.214
and+or+nand+nor	25	0.235
adders and majority gates	3	0.0630
DFF	8	0.336
muxes	1	0.0168
## cell usage after synthesis, drive strengths merged
cell type / number / share of area
dfrtp: 8 / 0.34
a21boi: 1 / 0.013
o21a: 1 / 0.013
nand2: 4 / 0.025
clkbuf: 2 / 0.013
nor2: 4 / 0.025
nor4: 1 / 0.011
nor3: 4 / 0.034
a32oi: 1 / 0.015
or4: 1 / 0.019
o31ai: 1 / 0.013
o31a: 1 / 0.015
inv: 4 / 0.025
o32ai: 1 / 0.015
nand3: 5 / 0.042
a21bo: 1 / 0.017
o221ai: 1 / 0.025
xor2: 1 / 0.015
mux2i: 1 / 0.017
ha: 3 / 0.063
or3: 2 / 0.029
nand2b: 1 / 0.011
nand4b: 1 / 0.015
a211oi: 1 / 0.013
or3b: 1 / 0.015
o22ai: 1 / 0.011
o21ai: 4 / 0.034
xnor2: 3 / 0.044
buf: 3 / 0.038
a21oi: 4 / 0.034
nand4: 1 / 0.011
## through the flow
stage | cells | cell area, um^2 | setup slack, ns | util
detailed placement | 120 | 731 | 0.429 | 0.214
floorplan | 68 | 596 | 0.737 | -
CTS | 123 | 753 | 0.577 | 0.221
global route | 123 | 753 | 0.427 | 0.221
finish | 123 | 753 | 0.564 | 0.221
global placement | 120 | 731 | 0.441 | 0.214
## cell type report
cell class,instances,area share
Tap cell,46,0.0764
Multi-Input combinational cell,51,0.465
Clock buffer,3,0.0299
Inverter,4,0.0199
Timing Repair Buffer,11,0.143
Sequential cell,8,0.266
## layer usage
| layer | vias up | global-route usage | routed length [um] |
|---|---|---|---|
| met5 | - | 0 | 0 |
| met3 | 4 | 0.0239 | 133 |
| met4 | 0 | 0.00880 | 23 |
| li1 | 268 | - | - |
| met2 | 29 | 0.0642 | 601 |
| met1 | 259 | 0.0561 | 654 |
## worst paths after layout
check / cells past startpoint / startpoint / slack, ns / end
max in group asynchronous: 2 / reset / 1.74 / count[6]$_DFF_PP0_
min: 2 / reset / 0.50 / count[2]$_DFF_PP0_
max: 6 / count[0]$_DFF_PP0_ / 0.56 / count[3]$_DFF_PP0_
min in group clk0: 1 / count[7]$_DFF_PP0_ / 0.58 / count[7]$_DFF_PP0_
min reg2reg: 1 / count[7]$_DFF_PP0_ / 0.58 / count[7]$_DFF_PP0_
max reg2reg: 6 / count[0]$_DFF_PP0_ / 0.56 / count[3]$_DFF_PP0_
Power is estimated from default activity; no workload was simulated.
